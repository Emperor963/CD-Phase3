==> design.v <==
module ALU(
    input [15:0] In1,
    input [15:0] In2,
    input [2:0] ALUOp,
    input [2:0] FLAG_in,
    output [2:0] FLAG,
    output [15:0] ALUOut
);
wire [15:0] sum, difference, pad, red, ror0, sll0, srl0, zor;
wire cAdd, cDiff, ovflAdd, ovflSub;
claAddSub addr(.A(In1), .Bin(In2), .Cin(1'b0), .isSub(1'b0), .S(sum), .Cout(cAdd), .ovfl(ovflAdd));
claAddSub subtrctr(.A(In1), .Bin(In2), .Cin(1'b0), .isSub(1'b1), .S(difference), .Cout(cAdd), .ovfl(ovflSub));
paddsb padder(.A(In1), .B(In2), .Sum(pad));
red reduction(.A(In1), .B(In2), .Sum(red));
ror rotate(.Ain(In1), .shamt(In2[3:0]), .Aout(ror0));
sll shiftL(.Ain(In1), .shamt(In2[3:0]), .Aout(sll0));
srl shiftR(.Ain(In1), .shamt(In2[3:0]), .Aout(srl0));
xor_module xorC(.A(In1), .B(In2), .X(zor));
wire[2:0] t1, t2, t3, t4, t5, t6, t7, t8;
assign t1 = (ALUOp ^ 3'b000);
assign t2 = (ALUOp ^ 3'b001);
assign t3 = (ALUOp ^ 3'b010);
assign t4 = (ALUOp ^ 3'b011);
assign t5 = (ALUOp ^ 3'b100);
assign t6 = (ALUOp ^ 3'b101);
assign t7 = (ALUOp ^ 3'b110);
assign t8 = (ALUOp ^ 3'b111);
wire tt1, tt2, tt3, tt4, tt5, tt6, tt7, tt8, tt9;
assign tt1 = !(t1[0] | t1[1] | t1[2]);
assign tt2 = !(t2[0] | t2[1] | t2[2]);
assign tt3 = !(t3[0] | t3[1] | t3[2]);
assign tt4 = !(t4[0] | t4[1] | t4[2]);
assign tt5 = !(t5[0] | t5[1] | t5[2]);
assign tt6 = !(t6[0] | t6[1] | t6[2]);
assign tt7 = !(t7[0] | t7[1] | t7[2]);
assign tt8 = !(t8[0] | t8[1] | t8[2]);
assign ALUOut = tt1 ? sum :
                tt2 ? difference:
                tt3 ? zor :
                tt4 ? red :
                tt5 ? sll0:
                tt6 ? srl0:
                tt7 ? ror0:
                tt8 ? pad :
                In1 & In2;
assign FLAG[0] = (tt1 | tt2) ? ALUOut[15]: 1'b0;
assign FLAG[1] = tt1 ? ovflAdd:
                 tt2 ? ovflSub: 
                 1'b0;
assign FLAG[2] = (ALUOut === 16'h0000) ? 1'b1 : 1'b0;
endmodule
module CLA(
    input [3:0]G,
    input [3:0]P,
    input Cin,
    output [3:0]Cout
);
    assign Cout[0] = G[0] | (P[0] & Cin);
    assign Cout[1] = G[1] | (P[1] & Cout[0]);
    assign Cout[2] = G[2] | (P[2] & Cout[1]);
    assign Cout[3] = G[3] | (P[3] & Cout[2]);
endmodule
module adder_1bit (
    input A,
    input B,
    input  C,
    output Sum,
    output G,
    output P );
    assign G = (A & B);
    assign P = (A | B);
    assign Sum = A ^ B ^ C;  
endmodule 
module adder_4bit (
    input [3:0]A,
    input [3:0]B,
    input C,
    output [3:0]Sum,
    output Cout,    
    output P,
    output G,
    output ovfl  );
wire [3:0]Carry;
wire [3:0]Pp;
wire [3:0]Gg;
adder_1bit add0 (.A(A[0]), .B(B[0]), .C(C), .Sum(Sum[0]), .G(Gg[0]), .P(Pp[0]));
adder_1bit add1 (.A(A[1]), .B(B[1]), .C(Carry[0]), .Sum(Sum[1]), .G(Gg[1]), .P(Pp[1]));
adder_1bit add2 (.A(A[2]), .B(B[2]), .C(Carry[1]), .Sum(Sum[2]), .G(Gg[2]), .P(Pp[2]));
adder_1bit add3 (.A(A[3]), .B(B[3]), .C(Carry[2]), .Sum(Sum[3]), .G(Gg[3]), .P(Pp[3]));
CLA cla1 (.G(Gg),.P(Pp), .Cin(C), .Cout(Carry));
assign P = Pp[0] & Pp[1] & Pp[2] & Pp[3] ;
assign G = Gg[3] | (Pp[3] & Gg[2]) | (Pp[3] & Pp[2] & Gg[1]) |(Pp[3] & Pp[2] & Pp[1] & Gg[0]) ;
assign Cout = Carry[3];
assign ovfl = (A[3] & B[3] & !Sum[3]) | (!A[3] & !B[3] & Sum[3]);  
endmodule
module claAddSub(
    input[15:0] A,
    input[15:0] Bin,
    input Cin,
    input isSub,
    output [15:0] S,
    output Cout,
    output ovfl
); 
wire [15:0] B;
wire [3:0]dummy;
wire [3:0]dummy2;
wire [15:0]tempSum;
assign B =  Bin ^ {16{isSub}}; 
wire[3:0] LAcarry;
wire[3:0] gen;
wire[3:0] prop;
adder_4bit adder1(
    .A(A[3:0]),
    .B(B[3:0]),
    .C(isSub),
    .Sum(tempSum[3:0]),
    .Cout(dummy2[0]),
    .P(prop[0]),
    .G(gen[0]),
    .ovfl(dummy[0])
);
adder_4bit adder2(
    .A(A[7:4]),
    .B(B[7:4]),
    .C(LAcarry[0]),
    .Sum(tempSum[7:4]),
    .Cout(dummy2[1]),
    .P(prop[1]),
    .G(gen[1]),
    .ovfl(dummy[1])
);
adder_4bit adder3(
    .A(A[11:8]),
    .B(B[11:8]),
    .C(LAcarry[1]),
    .Sum(tempSum[11:8]),
    .Cout(dummy[2]),
    .P(prop[2]),
    .G(gen[2]),
    .ovfl(dummy[2])
);
adder_4bit adder4(
    .A(A[15:12]),
    .B(B[15:12]),
    .C(LAcarry[2]),
    .Sum(tempSum[15:12]),
    .Cout(dummy2[3]),
    .P(prop[3]),
    .G(gen[3]),
    .ovfl(dummy[3])
);
CLA cla1 (.G(gen),.P(prop), .Cin(isSub), .Cout(LAcarry));
assign ovfl = (!A[15] & !B[15] & S[15]) | (A[15] & B[15] & !S[15]);
assign Cout = LAcarry[3];
assign  S[15:0] = (tempSum[15] & dummy[3]) ? 16'b0111_1111_1111_1111:
              (!tempSum[15] & dummy[3] ) ? 16'b1000_0000_0000_0000:tempSum[15:0];
endmodule
module paddsb (
    input [15:0] A,
    input [15:0] B,
    output [15:0] Sum
);
wire [15:0]tempSum;
wire [3:0]ovfl;
wire [3:0]Cout;
wire dummy1, dummy2;
adder_4bit add0 (.A(A[15:12]), .B(B[15:12]), .C(1'b0), .Sum(tempSum[15:12]), .Cout(Cout[0]), .P(dummy1), .G(dummy2), .ovfl(ovfl[3]));
adder_4bit add1 (.A(A[11:8]), .B(B[11:8]), .C(1'b0), .Sum(tempSum[11:8]), .Cout(Cout[1]), .P(dummy1), .G(dummy2), .ovfl(ovfl[2]));
adder_4bit add2 (.A(A[7:4]), .B(B[7:4]), .C(1'b0), .Sum(tempSum[7:4]), .Cout(Cout[2]), .P(dummy1), .G(dummy2), .ovfl(ovfl[1]));
adder_4bit add3 (.A(A[3:0]), .B(B[3:0]), .C(1'b0), .Sum(tempSum[3:0]), .Cout(Cout[3]), .P(dummy1), .G(dummy2), .ovfl(ovfl[0]));
assign  Sum[15:12] = (tempSum[15] & ovfl[3]) ? 4'b0111:
              (!tempSum[15] & ovfl[3] ) ? 4'b1000:tempSum[15:12];
assign  Sum[11:8] = (tempSum[11] & ovfl[2]) ? 4'b0111:
              (!tempSum[11] & ovfl[2]) ? 4'b1000:tempSum[11:8];
assign  Sum[7:4] = (tempSum[7] & ovfl[1]) ? 4'b0111:
              (!tempSum[7] & ovfl[1]) ? 4'b1000:tempSum[7:4];
assign  Sum[3:0] = (tempSum[3] & ovfl[0]) ? 4'b0111:
              (!tempSum[3] & ovfl[0]) ? 4'b1000:tempSum[3:0];
endmodule 
module red (
    input [15:0] A,
    input [15:0] B,
    output [15:0] Sum
);
wire [3:0]Sum_a;  
wire [3:0]Sum_b;  
wire [3:0]Sum_c;  
wire [3:0]Sum_d;  
wire [15:0]Sum_f;
wire [3:0]to_addA;
wire [3:0]to_addB;
wire [3:0]Cout;
wire Cout2;
wire [5:0] dummy1, dummy2, dummy3;
adder_4bit add0 (.A(A[11:8]), .B(B[11:8]), .C(1'b0), .Sum(Sum_b), .Cout(Cout[0]), .P(dummy1[0]), .G(dummy2[0]), .ovfl(dummy3[0]));
adder_4bit add1 (.A(A[15:12]), .B(B[15:12]), .C(Cout[0]), .Sum(Sum_a), .Cout(Cout[1]), .P(dummy1[1]), .G(dummy2[1]), .ovfl(dummy3[1]));
adder_4bit add2 (.A(A[3:0]), .B(B[3:0]), .C(1'b0), .Sum(Sum_d), .Cout(Cout[2]), .P(dummy1[2]), .G(dummy2[2]), .ovfl(dummy3[2]));
adder_4bit add3 (.A(A[7:4]), .B(B[7:4]), .C(Cout[2]), .Sum(Sum_c), .Cout(Cout[3]), .P(dummy1[3]), .G(dummy2[3]), .ovfl(dummy3[3]));
adder_4bit add4 (.A(Sum_d), .B(Sum_b), .C(1'b0), .Sum(Sum_f[3:0]), .Cout(Cout2), .P(dummy1[4]), .G(dummy2[4]), .ovfl(dummy3[4]));
adder_4bit add5 (.A(Sum_c), .B(Sum_a), .C(Cout2), .Sum(Sum_f[7:4]), .Cout(Cout3), .P(dummy1[5]), .G(dummy2[5]), .ovfl(dummy3[5]));
assign to_addA = (Cout[1]) ? 4'b0001:4'b0000;
assign to_addB = (Cout[3]) ? 4'b0001:4'b0000;
adder_4bit add6 (.A(to_addA), .B(to_addB), .C(Cout2), .Sum(Sum_f[11:8]));
assign  Sum[15:9]  = (Sum_f[8]) ? 7'b1111111: 
                     (Sum_f[9]) ? 7'b0000001:7'b0000000;
assign Sum[8:0] = Sum_f[8:0];
endmodule 
module ror(
    input[15:0] Ain,
    input[3:0] shamt,
    output[15:0] Aout
);
wire[15:0] R1, R2, R4, R8;  
assign R1 = shamt[0] ? {Ain[0] , Ain[15:1]} : Ain;
assign R2 = shamt[1] ? {R1[1:0], R1[15:2]} : R1;
assign R4 = shamt[2] ? {R2[3:0], R2[15:4]} : R2;
assign R8 = shamt[3] ? {R4[7:0] , R4[15:8]} :R4;
assign Aout = R8;
endmodule
module sll(
    input[15:0] Ain,
    input[3:0] shamt,
    output[15:0] Aout
);
wire[15:0] At1, At2, At4, At8;  
assign At1 = shamt[0] ? (Ain << 1) : Ain;
assign At2 = shamt[1] ? (At1 << 2) : At1;
assign At4 = shamt[2] ? (At2 << 4) : At2;
assign At8 = shamt[3] ? (At4 << 8) : At4;
assign Aout = At8;
endmodule
module srl(
    input [15:0] Ain,
    input [3:0] shamt,
    output [15:0] Aout
);
assign Aout = (shamt == 4'b0000) ? Ain :        
              (shamt == 4'b0001) ? (Ain >> 1) :
              (shamt == 4'b0010) ? (Ain >> 2) :
              (shamt == 4'b0011) ? (Ain >> 3) :
              (shamt == 4'b0100) ? (Ain >> 4) :
              (shamt == 4'b0101) ? (Ain >> 5) :
              (shamt == 4'b0110) ? (Ain >> 6) :
              (shamt == 4'b0111) ? (Ain >> 7) :
              (shamt == 4'b1000) ? (Ain >> 8) :
              (shamt == 4'b1001) ? (Ain >> 9) :
              (shamt == 4'b1010) ? (Ain >> 10) :
              (shamt == 4'b1011) ? (Ain >> 11) :
              (shamt == 4'b1100) ? (Ain >> 12) :
              (shamt == 4'b1101) ? (Ain >> 13) :
              (shamt == 4'b1110) ? (Ain >> 14) :
              (Ain >> 15);                     
endmodule
module xor_module (
    input [15:0]A,
    input [15:0]B,
    output [15:0]X
) ;
assign X = A ^ B;
endmodule
==> run.sh <==
#!/bin/bash
# OpenROAD 26Q1-2900-gdf79404cd8, Yosys 0.63+post, stock flow scripts
make -C /OpenROAD-flow-scripts/flow DESIGN_CONFIG=/design/flow/config.mk WORK_HOME=/design/flow/orfs finish
==> config.mk <==
export PLATFORM = sky130hd
export DESIGN_NAME = ALU
export DESIGN_NICKNAME = ALU
export VERILOG_FILES = /design/flow/design.v
export SDC_FILE = /design/flow/constraint.sdc
export NUM_CORES = 4
export LEC_CHECK = 1
export CORE_UTILIZATION = 30
==> constraint.sdc <==
current_design ALU

set clk_period 10.3
set clk_io_pct 0.2

create_clock -name clk0 -period $clk_period

set non_clock_inputs [all_inputs -no_clocks]
set_input_delay [expr $clk_period * $clk_io_pct] -clock clk0 $non_clock_inputs
set_output_delay [expr $clk_period * $clk_io_pct] -clock clk0 [all_outputs]
==> results.tsv <==
metric	value	unit
die_h	152	um
mostFrequentLayoutCells	a21oi_1 (89), nor2_1 (82), buf_4 (78)	
fillers	2347	
vias_per_cell	6.17	
cp.required	8.24	ns
nClkBuffers	0	
fmax	98.7	MHz
min_period_over_period	98.4	%
power_density	63.3	mW/mm2
rows	54	
grt_pass1_wl	43900	um
initial_core_util	30.7	%
cp_slowest_cell	a21boi_0	
synth_seq_share	0	%
layout_top_cell	a21oi_1	
die_w	152	um
critPathMaxFanout	6	
ys_warn_count	1	
cp.arrival	8.07	ns
holdPathEnd	ALUOut[0]	
critPathCaptureType	output pin	
drv_cap	0	
hold_viol	0	
fin_ws	0.169	ns
gp_congestion	0.997	
dp_slack	-0.190	ns
placed_cell_area	0.00777	mm2
portBuffers	54	
syn_inst	894	
post-route-drc-count	0	
rsz0062_at_grt	false	
dr.pass1.iters	8	
crit_family	AND-OR/OR-AND gates	
ios	57	
vias	7539	
antenna_found_initial	0	
slew_viol_final	0	
tightest_slew	0.925	ns
ys_types	76	
synthToLayoutAreaGrowth	16.1	%
flops	0	
crit_chain	clkdlybuf4s50_1, inv_1, ha_1, nand2b_1, a21oi_1, o21bai_1, a21oi_2, o21bai_1, a21oi_1, o31a_1, o21a_1, fa_1, fa_2, fa_1, fa_1, and2_2, buf_4, nor2_1, a21oi_1, a2111oi_0, a21boi_0, buf_4, clkdlybuf4s50_1	
grt_max_degree	65	
tool_warnings	78	
grt_usage	26.3	%
maxSlewHeadroom	38.1	%
fin_crit	10.13	ns
routedWlPerCell	23.7	um
postRouteAntennaNets	0	
status	completed	
min-delay-start	In2[0]	
cts_setup_buffers	0	
ys_chip_area	0.00673	mm2
ys_cells	894	
core	0.0219	mm2
regArea	0	um2
ctsHoldBuffers	0	
drt_iter0_markers	1009	
crit_type	primary input to output pin	
drive_gt1_share	15.2	%
gr-total-overflow	0	
die_area	0.0230	mm2
ir_drop	0.0000378	V
setup_violations	0	
syn_area	0.00673	mm2
setup_tns	0	ns
wl	28900	um
hold_depth	7	
grt_pass1_vias	7189	
dp_hpwl	21600	um
hp-class	primary input to output pin	
slowest_delay	0.55	ns
crit_path_start_kind	primary input	
critical_path_buf_inv_count	5	
p_leak	3.24	nW
syn_avg_cell_area	7.53	um2
final_area	0.00782	mm2
n_antenna_cell	0	
-- routing by layer --
layer	vias to the layer above	wire length, um	global-route usage, %
met5	-	0	0
met4	0	1400	9.55
met3	89	3350	7.60
met2	466	12600	39.3
met1	3623	11500	36.4
li1	3361	-	-
-- per-stage QoR --
step	hold WS, ns	power, mW	instances	util [%]
final	5.20	0.495	1221	35.7
after floorplan	4.30	0.289	894	-
after global routing	5.22	0.535	1221	35.7
after detailed placement	5.20	0.481	1221	35.5
after CTS	5.20	0.486	1221	35.6
after global placement	5.19	0.482	1221	35.5
-- synthesized netlist by cell type, types with 20 or more instances --
cell type | number | share of area (%)
mux4_2 | 22 | 7.4
nor2_1 | 82 | 4.6
nand2b_1 | 20 | 1.9
buf_2 | 38 | 2.8
a21oi_1 | 90 | 6.7
ha_1 | 57 | 11
mux2i_1 | 46 | 6.8
nand2_1 | 53 | 3.0
fa_1 | 46 | 14
inv_1 | 72 | 4.0
clkbuf_1 | 37 | 2.1
o21ai_0 | 54 | 4.0
-- power by group --
part | leakage (nW) | internal, mW | total (mW) | switching (mW)
sequential | 0 | 0 | 0 | 0
combinational | 3.24 | 0.217 | 0.495 | 0.278
clock | 0 | 0 | 0 | 0
-- timing repair --
| action | CTS | global route |
|---|---|---|
| gates resized | 4 | 7 |
| pin swaps | 3 | 7 |
| endpoints found under the setup margin | 1 | 3 |
-- final cells by class --
class | instances | area, um2 | area share [%]
Multi-Input combinational cell | 737 | 6090 | 78.0
Timing Repair Buffer | 131 | 1100 | 14.1
Tap cell | 280 | 350 | 4.48
Inverter | 73 | 274 | 3.51
-- worst max-delay path by stage --
stage | end | depth (start not counted) | from | slack [ns]
6_report | ALUOut[3] | 23 | In1[0] | 0.17
5_1_grt | ALUOut[3] | 23 | In1[0] | 0.009
4_1_cts | FLAG[2] | 25 | In1[0] | 0.0004
-- logic make-up (layout without fill, tap and decap cells) --
kind of cell / Yosys count / after routing / share of synthesized area (%)
xor gates and xnor gates: 10 / 10 / 1.52
adders and majority gates: 103 / 103 / 24.3
and+or+nand+nor: 240 / 240 / 17.2
buffers and inverters: 157 / 204 / 10.1
muxes: 88 / 88 / 18.0
AOI/OAI and AO/OA: 296 / 296 / 28.9
Power and IR drop assume default switching activity.
