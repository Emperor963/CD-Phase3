### design/flow/run.sh
#!/bin/bash
# OpenROAD 26Q1-2900-gdf79404cd8, Yosys 0.63+post, stock flow scripts
make -C /OpenROAD-flow-scripts/flow DESIGN_CONFIG=/design/flow/config.mk WORK_HOME=/design/flow/orfs finish
### design/flow/config.mk
export PLATFORM = sky130hd
export DESIGN_NAME = EX_MEM_Reg
export DESIGN_NICKNAME = EX_MEM_Reg
export VERILOG_FILES = /design/flow/design.v
export SDC_FILE = /design/flow/constraint.sdc
export NUM_CORES = 4
export LEC_CHECK = 1
export CORE_UTILIZATION = 50
### design/flow/constraint.sdc
current_design EX_MEM_Reg

set clk_period 1.0
set clk_io_pct 0.2

create_clock -name clk0 -period $clk_period [get_ports {clk}]

set non_clock_inputs [all_inputs -no_clocks]
set_input_delay [expr $clk_period * $clk_io_pct] -clock clk0 $non_clock_inputs
set_output_delay [expr $clk_period * $clk_io_pct] -clock clk0 [all_outputs]
### design/flow/design.v
module dff (
    output reg q,   
    input d,   
    input wen,   
    input clk,
    input rst   
);
  always @(posedge clk) begin
    q <= rst ? 0 : (wen ? d : q);
  end
endmodule   
module EX_MEM_Reg(
    input clk,
    input rst,
    input wren,
    input iMemRead,
    input [1:0] iMemtoReg,
    input iMemWrite,
    input iRegWrite, 
    input [2:0] ifwr,
    input iHLT,
    input [15:0] iLBout,
    input [2:0] iFR,  
    input [15:0] iALUout,
    input [15:0] iReadValue,
    input [3:0] idst_reg,
    input [15:0] pc_in,
    output MemRead,
    output [1:0] MemtoReg,
    output MemWrite,
    output RegWrite,
    output [2:0] fwr,
    output HLT,
    output [15:0] LBOut,
    output [2:0] FR,
    output [15:0] ALUOut,
    output [15:0] ReadValue,
    output [3:0] dst_reg,
    output [15:0] pc_out
);
dff memread(.q(MemRead), .d(iMemRead), .wen(wren), .clk(clk), .rst(rst));
dff memtoreg0(.q(MemtoReg[0]), .d(iMemtoReg[0]), .wen(wren),  .clk(clk), .rst(rst));
dff memtoreg1(.q(MemtoReg[1]), .d(iMemtoReg[1]), .wen(wren),  .clk(clk), .rst(rst));
dff memwrite(.q(MemWrite), .d(iMemWrite), .wen(wren), .clk(clk), .rst(rst));
dff regwrite(.q(RegWrite), .d(iRegWrite), .wen(wren), .clk(clk), .rst(rst));
dff hlt(.q(HLT), .d(iHLT), .wen(wren), .clk(clk), .rst(rst));
dff fwr0(.q(fwr[0]), .d(ifwr[0]), .wen(wren), .clk(clk), .rst(rst));
dff fwr1(.q(fwr[1]), .d(ifwr[1]), .wen(wren), .clk(clk), .rst(rst));
dff fwr2(.q(fwr[2]), .d(ifwr[2]), .wen(wren), .clk(clk), .rst(rst));
dff flag0(.q(FR[0]), .d(iFR[0]), .wen(wren), .clk(clk), .rst(rst));
dff flag1(.q(FR[1]), .d(iFR[1]), .wen(wren), .clk(clk), .rst(rst));
dff flag2(.q(FR[2]), .d(iFR[2]), .wen(wren), .clk(clk), .rst(rst));
dff dst0(.q(dst_reg[0]), .d(idst_reg[0]), .wen(wren), .clk(clk), .rst(rst));
dff dst1(.q(dst_reg[1]), .d(idst_reg[1]), .wen(wren), .clk(clk), .rst(rst));
dff dst2(.q(dst_reg[2]), .d(idst_reg[2]), .wen(wren), .clk(clk), .rst(rst));
dff dst3(.q(dst_reg[3]), .d(idst_reg[3]), .wen(wren), .clk(clk), .rst(rst));
Register BitManOut(.clk(clk), .rst(rst), .d(iLBout), .write_reg(wren), .ren1(1'b1), .ren2(1'b0), .bitline1(LBOut), .bitline2());
Register aluout(.clk(clk), .rst(rst), .d(iALUout), .write_reg(wren), .ren1(1'b1), .ren2(1'b0), .bitline1(ALUOut), .bitline2());
Register ReadVal(.clk(clk), .rst(rst), .d(iReadValue), .write_reg(wren), .ren1(1'b1), .ren2(1'b0), .bitline1(ReadValue), .bitline2());
Register pcHold(.clk(clk), .rst(rst), .d(pc_in), .write_reg(wren), .ren1(1'b1), .ren2(1'b0), .bitline1(pc_out), .bitline2());
endmodule
module Bitcell(
    input clk,
    input rst,
    input d, 
    input wen,  
    input ren1,  
    input ren2,  
    inout bitline1,
    inout bitline2
);
wire out;
dff flip_flop(.q(out), 
              .d(d), 
              .wen(wen), 
              .clk(clk), 
              .rst(rst)
);
assign bitline1 = ren1 ? out : 1'bz;
assign bitline2 = ren2 ? out : 1'bz;
endmodule
module Register(
    input clk,
    input rst,
    input[15:0] d,
    input write_reg,
    input ren1,
    input ren2,
    inout[15:0] bitline1,
    inout[15:0] bitline2
);
Bitcell bit0(.clk(clk), .rst(rst), .d(d[0]), .wen(write_reg), .ren1(ren1), .ren2(ren2), 
             .bitline1(bitline1[0]), .bitline2(bitline2[0]));
Bitcell bit1(.clk(clk), .rst(rst), .d(d[1]), .wen(write_reg), .ren1(ren1), .ren2(ren2), 
             .bitline1(bitline1[1]), .bitline2(bitline2[1]));
Bitcell bit2(.clk(clk), .rst(rst), .d(d[2]), .wen(write_reg), .ren1(ren1), .ren2(ren2), 
             .bitline1(bitline1[2]), .bitline2(bitline2[2]));
Bitcell bit3(.clk(clk), .rst(rst), .d(d[3]), .wen(write_reg), .ren1(ren1), .ren2(ren2), 
             .bitline1(bitline1[3]), .bitline2(bitline2[3]));
Bitcell bit4(.clk(clk), .rst(rst), .d(d[4]), .wen(write_reg), .ren1(ren1), .ren2(ren2), 
             .bitline1(bitline1[4]), .bitline2(bitline2[4]));
Bitcell bit5(.clk(clk), .rst(rst), .d(d[5]), .wen(write_reg), .ren1(ren1), .ren2(ren2), 
             .bitline1(bitline1[5]), .bitline2(bitline2[5]));
Bitcell bit6(.clk(clk), .rst(rst), .d(d[6]), .wen(write_reg), .ren1(ren1), .ren2(ren2), 
             .bitline1(bitline1[6]), .bitline2(bitline2[6]));
Bitcell bit7(.clk(clk), .rst(rst), .d(d[7]), .wen(write_reg), .ren1(ren1), .ren2(ren2), 
             .bitline1(bitline1[7]), .bitline2(bitline2[7]));
Bitcell bit8(.clk(clk), .rst(rst), .d(d[8]), .wen(write_reg), .ren1(ren1), .ren2(ren2), 
             .bitline1(bitline1[8]), .bitline2(bitline2[8]));
Bitcell bit9(.clk(clk), .rst(rst), .d(d[9]), .wen(write_reg), .ren1(ren1), .ren2(ren2), 
             .bitline1(bitline1[9]), .bitline2(bitline2[9]));
Bitcell bit10(.clk(clk), .rst(rst), .d(d[10]), .wen(write_reg), .ren1(ren1), .ren2(ren2), 
             .bitline1(bitline1[10]), .bitline2(bitline2[10]));
Bitcell bit11(.clk(clk), .rst(rst), .d(d[11]), .wen(write_reg), .ren1(ren1), .ren2(ren2), 
             .bitline1(bitline1[11]), .bitline2(bitline2[11]));
Bitcell bit12(.clk(clk), .rst(rst), .d(d[12]), .wen(write_reg), .ren1(ren1), .ren2(ren2), 
             .bitline1(bitline1[12]), .bitline2(bitline2[12]));
Bitcell bit13(.clk(clk), .rst(rst), .d(d[13]), .wen(write_reg), .ren1(ren1), .ren2(ren2), 
             .bitline1(bitline1[13]), .bitline2(bitline2[13]));
Bitcell bit14(.clk(clk), .rst(rst), .d(d[14]), .wen(write_reg), .ren1(ren1), .ren2(ren2), 
             .bitline1(bitline1[14]), .bitline2(bitline2[14]));
Bitcell bit15(.clk(clk), .rst(rst), .d(d[15]), .wen(write_reg), .ren1(ren1), .ren2(ren2), 
             .bitline1(bitline1[15]), .bitline2(bitline2[15]));
endmodule
==> impl_metrics.ini <==
; generated from flow reports
[cells_and_area]
fill_cells = 517
final_cell_area_um2 = 4440
drive_above_1_share = 0.433
synthToLayoutAreaGrowth_pct = 29.2

[synthesis]
top_cells_by_count = dfxtp_1, mux2i_1, nor2_1, buf_4
top_area_frac = 0.466
synth-main-ff-cell = dfxtp_1
synth_top_cell_by_area = dfxtp_1
synth_cells = 334
yosys_warnings = 3
synth-seq-cells = 80
synth_area_um2 = 3440
edf_count = 0
async_flop_share = 0
yosys-stat-cells = 334
avgSynthCellArea_um2 = 10.3
yosysSeqAreaShare = 0.466
synthDistinctLibCells = 8
yosysChipArea_um2 = 3440
area_leaders = dfxtp_1, mux2i_1, buf_4

[placement]
pre_cts_ws_ns = -0.00610
place_area_um2 = 4500
post-dp-hpwl_um = 4500
portBuffers = 162
gp_congestion = 0.732

[critical_path]
r2r_end = pcHold.bit2.flip_flop.q
crit_cells = 1
worstReg2RegStart = pcHold.bit2.flip_flop.q
slowest_stage = dfxtp_2
crit_path_start_kind = register
worstSetupPathType = reg2out
arrival_ns = 0.77
worstSetupEndpoint = ALUOut[2]
crit_required_ns = 0.80
crit_path_end_kind = output pin
cp_max_fo = 2
startpoint = aluout.bit2.flip_flop.q
cp_cell_sequence = buf_2
cpLargestDelayFamily = flip-flops
r2r_slack_ns = 0.29
reg2reg_depth = 3
timing.critical_path.buf_inv = 1
worst_path_largest_cell_delay_ns = 0.32

[floorplan]
die_area_um2 = 7210
core_area_um2 = 6490
fp_util = 0.530
die_y_um = 84.9
die_w_um = 84.9
rows = 29
io_pins = 163

[clocking]
clock_sinks = 80
clock_latency_ns = 0.33
cts_buffer_depth = 2
clk_pin_slew_ns = 0.08
htree_levels = 3
clockRootBuffer = clkbuf_8
cts_buffers = 9
cts_tree = done

[global_routing]
overflow = 0
grt.total_usage = 0.190
antenna_found_initial = 0
grt_start_max_net_pins = 51
grt_pass1_vias = 2328
grt_first_pass_wirelength_um = 10700

[route]
antennaDiodeCount = 0
drt_iter0_drc = 86
ant_nets = 0
routedWlPerCell_um = 13.1
vias = 2273
routed_via_density = 4.53
drtPass1Iterations = 21
drc = 0
wl_um = 6570

[timing]
fmax_mhz = 1030
tightest_slew_ns = 0.261
hold_violations = 0
min_period_over_period = 0.973
rsz0062_at_grt = true
finalMaxSlewViolations = 0
setup_violations = 0
fin_skew_ns = 0
slew_headroom = 0.826
fin_ws_ns = 0.0269
finalCriticalPeriod_ns = 0.973

[flow_run]
warnings = 27
cap_violations = 0

[power]
p_per_area_nw_per_um2 = 1580
irDropWorstVdd_mv = 0.887
leakagePower_nw = 2.20

[run_status]
status = completed

[hold_path]
hold_class = in2reg
## power by group
part	switching [mW]	total, mW	internal [mW]
clock network	1.07	2.60	1.53
registers	0.0809	3.49	3.41
logic	0.306	0.923	0.617
## routing by layer
layer	global-route usage	up-vias	wire, um
met5	0	-	0
met4	0.0339	0	96
met3	0.0592	9	702
met2	0.300	97	2930
met1	0.269	999	2850
li1	-	1168	-
## area by class of cell
| cell class | instances | area (um2) | area share |
|---|---|---|---|
| clock inverter | 3 | 65.1 | 0.0146 |
| multi-input combinational | 160 | 1100 | 0.248 |
| sequential | 80 | 1700 | 0.383 |
| timing repair buffer | 170 | 1320 | 0.298 |
| clock buffer | 12 | 155 | 0.0349 |
| tap | 77 | 96.3 | 0.0217 |
## per-stage QoR
step           power, mW  hold slack (ns)  TNS [ns]  utilization  std cells
2_1_floorplan       4.14            0.347         0            -        334
3_3_place_gp        4.62            0.471   -0.0137        0.693        484
3_5_place_dp        4.63            0.480   -0.0200        0.693        484
4_1_cts             7.10            0.273         0        0.681        499
5_1_grt             7.37            0.290    -0.258        0.684        502
6_report            7.02            0.280         0        0.684        502
## what timing repair did
action                     4_1_cts  5_1_grt
setup buffers                    0        3
setup endpoints to repair       80       48
gates cloned                     0        0
resized                        323        0
hold buffers                     0        0
## worst min path at each step
| stage | startpoint | endpoint | cells after the start |
|---|---|---|---|
| 6_report | rst | pcHold.bit12.flip_flop.q | 3 |
| 4_1_cts | rst | ReadVal.bit1.flip_flop.q | 3 |
| 5_1_grt | rst | memtoreg0.q | 3 |
## logic make-up after synthesis
group | Yosys count | share of synthesized area
buffers and inverters | 94 | 0.214
muxes | 80 | 0.233
DFF | 80 | 0.466
and+or+nand+nor | 80 | 0.0873
## cell usage in the layout (no fill, tap or decap), drive strengths merged
cell,n
buf,90
bufinv,2
clkbuf,12
clkdlybuf4s50,80
clkinv,1
dfxtp,80
mux2i,80
nor2,80
Power figures rest on the tool's default switching activity, not on a simulated workload.
