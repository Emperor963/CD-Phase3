## config.mk

```make
export PLATFORM = sky130hd
export DESIGN_NAME = ID_EX_Reg
export DESIGN_NICKNAME = ID_EX_Reg
export VERILOG_FILES = /design/flow/design.v
export SDC_FILE = /design/flow/constraint.sdc
export NUM_CORES = 4
export LEC_CHECK = 1
export CORE_UTILIZATION = 50
```

## constraint.sdc

```tcl
current_design ID_EX_Reg

set clk_period 1.0
set clk_io_pct 0.2

create_clock -name clk0 -period $clk_period [get_ports {clk}]

set non_clock_inputs [all_inputs -no_clocks]
set_input_delay [expr $clk_period * $clk_io_pct] -clock clk0 $non_clock_inputs
set_output_delay [expr $clk_period * $clk_io_pct] -clock clk0 [all_outputs]
```

## design.v

```verilog
module dff (
    output reg q,   
    input d,   
    input wen,   
    input clk,
    input rst   
);
  always @(posedge clk) begin
    q <= rst ? 0 : (wen ? d : q);
  end
endmodule   
module ID_EX_Reg(
    input clk,
    input rst,
    input wren,    
    input iMemRead,
    input [1:0] iMemtoReg,
    input iMemWrite,
    input [2:0] iALUOp,
    input iALUsrc,
    input iRegWrite,
    input iLH,
    input iHLT,
    input [2:0] ifwr,
    input [15:0] pc_in,
    input [2:0] iFLAG,
    input [15:0] isrc_rd1,
    input [15:0] isrc_rd2,
    input [15:0] iALUImm,
    input [15:0] iLBImm,
    input [3:0] iRt,
    input [3:0] iRs,
    input [3:0] idst_reg,
    output MemRead,
    output [1:0] MemtoReg,
    output MemWrite,
    output [2:0] ALUOp,
    output ALUSrc,
    output RegWrite,
    output LH,
    output HLT,
    output [2:0] fwr,
    output [15:0] pc_out,
    output [2:0] FLAG,
    output [15:0] src_rd1,
    output [15:0] src_rd2,
    output [15:0] ALUImm,
    output [15:0] LBImm,
    output [3:0] Rt,
    output [3:0] Rs,
    output [3:0] dst_reg
);
dff memread(.q(MemRead), .d(iMemRead), .wen(wren), .clk(clk), .rst(rst));
dff memtoreg0(.q(MemtoReg[0]), .d(iMemtoReg[0]), .wen(wren),  .clk(clk), .rst(rst));
dff memtoreg1(.q(MemtoReg[1]), .d(iMemtoReg[1]), .wen(wren),  .clk(clk), .rst(rst));
dff memwrite(.q(MemWrite), .d(iMemWrite), .wen(wren), .clk(clk), .rst(rst));
dff aluop0(.q(ALUOp[0]), .d(iALUOp[0]), .wen(wren), .clk(clk), .rst(rst));
dff aluop1(.q(ALUOp[1]), .d(iALUOp[1]), .wen(wren), .clk(clk), .rst(rst));
dff aluop2(.q(ALUOp[2]), .d(iALUOp[2]), .wen(wren), .clk(clk), .rst(rst));
dff alusrc(.q(ALUSrc), .d(iALUsrc), .wen(wren), .clk(clk), .rst(rst));
dff regwrite(.q(RegWrite), .d(iRegWrite), .wen(wren), .clk(clk), .rst(rst));
dff lh(.q(LH), .d(iLH), .wen(wren), .clk(clk), .rst(rst));
dff hlt(.q(HLT), .d(iHLT), .wen(wren), .clk(clk), .rst(rst));
dff fwr0(.q(fwr[0]), .d(ifwr[0]), .wen(wren), .clk(clk), .rst(rst));
dff fwr1(.q(fwr[1]), .d(ifwr[1]), .wen(wren), .clk(clk), .rst(rst));
dff fwr2(.q(fwr[2]), .d(ifwr[2]), .wen(wren), .clk(clk), .rst(rst));
Register pcHold(.clk(clk), .rst(rst), .d(pc_in), .write_reg(wren), .ren1(1'b1), .ren2(1'b0), .bitline1(pc_out), .bitline2());
Register SRC1(.clk(clk), .rst(rst), .d(isrc_rd1), .write_reg(wren), .ren1(1'b1), .ren2(1'b0), .bitline1(src_rd1), .bitline2());
Register SRC2(.clk(clk), .rst(rst), .d(isrc_rd2), .write_reg(wren), .ren1(1'b1), .ren2(1'b0), .bitline1(src_rd2), .bitline2());
Register ALUImmediateValue(.clk(clk), .rst(rst), .d(iALUImm), .write_reg(wren), .ren1(1'b1), .ren2(1'b0), .bitline1(ALUImm), .bitline2());
Register LBImmediateValue(.clk(clk), .rst(rst), .d(iLBImm), .write_reg(wren), .ren1(1'b1), .ren2(1'b0), .bitline1(LBImm), .bitline2());
dff flag0(.q(FLAG[0]), .d(iFLAG[0]), .wen(wren), .clk(clk), .rst(rst));
dff flag1(.q(FLAG[1]), .d(iFLAG[1]), .wen(wren), .clk(clk), .rst(rst));
dff flag2(.q(FLAG[2]), .d(iFLAG[2]), .wen(wren), .clk(clk), .rst(rst));
dff RsV0(.q(Rs[0]), .d(iRs[0]), .wen(wren), .clk(clk), .rst(rst));
dff RsV1(.q(Rs[1]), .d(iRs[1]), .wen(wren), .clk(clk), .rst(rst));
dff RsV2(.q(Rs[2]), .d(iRs[2]), .wen(wren), .clk(clk), .rst(rst));
dff RsV3(.q(Rs[3]), .d(iRs[3]), .wen(wren), .clk(clk), .rst(rst));
dff RtV0(.q(Rt[0]), .d(iRt[0]), .wen(wren), .clk(clk), .rst(rst));
dff RtV1(.q(Rt[1]), .d(iRt[1]), .wen(wren), .clk(clk), .rst(rst));
dff RtV2(.q(Rt[2]), .d(iRt[2]), .wen(wren), .clk(clk), .rst(rst));
dff RtV3(.q(Rt[3]), .d(iRt[3]), .wen(wren), .clk(clk), .rst(rst));
dff dst0(.q(dst_reg[0]), .d(idst_reg[0]), .wen(wren), .clk(clk), .rst(rst));
dff dst1(.q(dst_reg[1]), .d(idst_reg[1]), .wen(wren), .clk(clk), .rst(rst));
dff dst2(.q(dst_reg[2]), .d(idst_reg[2]), .wen(wren), .clk(clk), .rst(rst));
dff dst3(.q(dst_reg[3]), .d(idst_reg[3]), .wen(wren), .clk(clk), .rst(rst));
endmodule
module Bitcell(
    input clk,
    input rst,
    input d, 
    input wen,  
    input ren1,  
    input ren2,  
    inout bitline1,
    inout bitline2
);
wire out;
dff flip_flop(.q(out), 
              .d(d), 
              .wen(wen), 
              .clk(clk), 
              .rst(rst)
);
assign bitline1 = ren1 ? out : 1'bz;
assign bitline2 = ren2 ? out : 1'bz;
endmodule
module Register(
    input clk,
    input rst,
    input[15:0] d,
    input write_reg,
    input ren1,
    input ren2,
    inout[15:0] bitline1,
    inout[15:0] bitline2
);
Bitcell bit0(.clk(clk), .rst(rst), .d(d[0]), .wen(write_reg), .ren1(ren1), .ren2(ren2), 
             .bitline1(bitline1[0]), .bitline2(bitline2[0]));
Bitcell bit1(.clk(clk), .rst(rst), .d(d[1]), .wen(write_reg), .ren1(ren1), .ren2(ren2), 
             .bitline1(bitline1[1]), .bitline2(bitline2[1]));
Bitcell bit2(.clk(clk), .rst(rst), .d(d[2]), .wen(write_reg), .ren1(ren1), .ren2(ren2), 
             .bitline1(bitline1[2]), .bitline2(bitline2[2]));
Bitcell bit3(.clk(clk), .rst(rst), .d(d[3]), .wen(write_reg), .ren1(ren1), .ren2(ren2), 
             .bitline1(bitline1[3]), .bitline2(bitline2[3]));
Bitcell bit4(.clk(clk), .rst(rst), .d(d[4]), .wen(write_reg), .ren1(ren1), .ren2(ren2), 
             .bitline1(bitline1[4]), .bitline2(bitline2[4]));
Bitcell bit5(.clk(clk), .rst(rst), .d(d[5]), .wen(write_reg), .ren1(ren1), .ren2(ren2), 
             .bitline1(bitline1[5]), .bitline2(bitline2[5]));
Bitcell bit6(.clk(clk), .rst(rst), .d(d[6]), .wen(write_reg), .ren1(ren1), .ren2(ren2), 
             .bitline1(bitline1[6]), .bitline2(bitline2[6]));
Bitcell bit7(.clk(clk), .rst(rst), .d(d[7]), .wen(write_reg), .ren1(ren1), .ren2(ren2), 
             .bitline1(bitline1[7]), .bitline2(bitline2[7]));
Bitcell bit8(.clk(clk), .rst(rst), .d(d[8]), .wen(write_reg), .ren1(ren1), .ren2(ren2), 
             .bitline1(bitline1[8]), .bitline2(bitline2[8]));
Bitcell bit9(.clk(clk), .rst(rst), .d(d[9]), .wen(write_reg), .ren1(ren1), .ren2(ren2), 
             .bitline1(bitline1[9]), .bitline2(bitline2[9]));
Bitcell bit10(.clk(clk), .rst(rst), .d(d[10]), .wen(write_reg), .ren1(ren1), .ren2(ren2), 
             .bitline1(bitline1[10]), .bitline2(bitline2[10]));
Bitcell bit11(.clk(clk), .rst(rst), .d(d[11]), .wen(write_reg), .ren1(ren1), .ren2(ren2), 
             .bitline1(bitline1[11]), .bitline2(bitline2[11]));
Bitcell bit12(.clk(clk), .rst(rst), .d(d[12]), .wen(write_reg), .ren1(ren1), .ren2(ren2), 
             .bitline1(bitline1[12]), .bitline2(bitline2[12]));
Bitcell bit13(.clk(clk), .rst(rst), .d(d[13]), .wen(write_reg), .ren1(ren1), .ren2(ren2), 
             .bitline1(bitline1[13]), .bitline2(bitline2[13]));
Bitcell bit14(.clk(clk), .rst(rst), .d(d[14]), .wen(write_reg), .ren1(ren1), .ren2(ren2), 
             .bitline1(bitline1[14]), .bitline2(bitline2[14]));
Bitcell bit15(.clk(clk), .rst(rst), .d(d[15]), .wen(write_reg), .ren1(ren1), .ren2(ren2), 
             .bitline1(bitline1[15]), .bitline2(bitline2[15]));
endmodule
```

## run.sh

```bash
#!/bin/bash
# OpenROAD 26Q1-2900-gdf79404cd8, Yosys 0.63+post, stock flow scripts
make -C /OpenROAD-flow-scripts/flow DESIGN_CONFIG=/design/flow/config.mk WORK_HOME=/design/flow/orfs finish
```

==> reports/qor.yml <==
crit_family: "flip-flops"
slowest_stage: "dfxtp_2"
crit_arrival_ns: 0.81
run_status: "finished with violations"
yosysTopAreaCell: "dfxtp_1"
antennaDiodeCount: 0
worstPathMaxFanout: 2
grt_pass1_vias: 3002
yosysTopAreaCellShare: 0.4738
slew_violations: 0
final_cells: 685
path_cells: "buf_2"
ctsHoldBuffers: 0
worstMarginPinSlew_ns: 0.1513
place_hpwl_um: 7198
finClkSkew_ns: 0
path_class: "register to primary output"
avgViaCountPerCell: 4.607
seq_area_frac_synth: 0.4738
yosysWarnings: 3
die_area_sq_mm: 0.009599
routabilityCongestion: 0.7726
grt-ovfl-total: 0
p_leak_nw: 2.985
ys_cells: 454
avgSynthCellArea_sq_um: 10.14
setup_violations: 6
comb_area_sq_mm: 0.001500
seqCellArea_sq_mm: 0.002318
setup_tns_ns: -0.02074
clk_pin_slew_ns: 0.10
reg2reg_depth: 3
syn_area_sq_mm: 0.004606
post-route-min-period_ns: 1.005
slowest_delay_ns: 0.33
cp-end-kind: "primary output"
synth_cells: 454
grt_usage: 0.2069
area_leaders: "dfxtp_1, mux2i_1, buf_4, nor2_1, clkbuf_1"
fin_util: 0.6863
dp_cells: 665
portBuffers: 220
min_from: "rst"
htree_levels: 3
cts-root-buf: "clkbuf_8"
core_sq_mm: 0.008806
antenna_left: 0
powerDensity_mw_per_mm2: 1480
grt_pass1_wl_um: 15260
regToRegEndpoint: "ALUImmediateValue.bit7.flip_flop.q$_SDFFE_PP0P_"
firstDrtPassIters: 26
hold_viol_final: 0
finalPower_mw: 8.944
areaGrowthSynthToFinish_pct: 31.21
whs_endpoint: "pcHold.bit9.flip_flop.q$_SDFFE_PP0P_"
worstSetupStartpointType: "register"
cap_viol_max_count: 0
regToRegSetupSlack_ns: 0.28
clock_path_buffers: 2
die_width_um: 97.98
cts_tree: "built"
period_used_share: 1.005
drc: 0
cp.required_ns: 0.80
place_area_sq_mm: 0.006193
max-vdd-ir-drop_uv: 794.5
max-slew-margin-rel: 0.8962
ios: 221
reg2reg_from: "ALUImmediateValue.bit7.flip_flop.q$_SDFFE_PP0P_"
clock_sinks: 109
synth_flop_count: 109
rsz0062_at_grt: "yes"
grt_max_degree: 43
wl_um: 9755
tool_warnings: 28
cts_buffers: 9
hold_path_class: "input pin to register"
core.rowCount: 34
min_delay_path_depth: 2
setup_ws_ns: -0.005205
failed_checks: "negative setup slack"
insertion_delay_ns: 0.36
ys_types: 8
nFillCells: 705
antenna_found_initial: 0
final_area_sq_mm: 0.006043
vias: 3156
yosys_area_sq_mm: 0.004606
max_freq_mhz: 994.8
initCoreUtil: 0.5230
drive_above_1_share: 0.4333
post_drt_wl_per_cell_um: 14.24
timing.hold.ws_ns: 0.1161
die_h_um: 97.98
path_buffers: 1
drtIter0Drc: 47
dp_slack_ns: -0.01285
## how the worst max path moves through the flow
stage / startpoint / to / cells after the start
4_1_cts: RtV0.q$_SDFFE_PP0P_ / Rt[0] / 1
5_1_grt: ALUImmediateValue.bit1.flip_flop.q$_SDFFE_PP0P_ / ALUImm[1] / 1
6_report: pcHold.bit13.flip_flop.q$_SDFFE_PP0P_ / pc_out[13] / 1
## synthesized netlist by cell type, drive strengths merged
master / number
buf: 118
dfxtp: 109
mux2i: 109
nor2: 109
clkbuf: 9
## report_power, final
| part | leakage (nW) | internal, mW | switching (mW) | total, mW |
|---|---|---|---|---|
| logic | 1.94 | 0.866 | 0.444 | 1.31 |
| clock network | 0.110 | 1.42 | 1.45 | 2.88 |
| registers | 0.938 | 4.65 | 0.112 | 4.76 |
| total | 2.98 | 6.94 | 2.01 | 8.94 |
## routing by layer
metal | global-route usage | part of all wire
met1 | 0.2987 | 0.41
met2 | 0.3234 | 0.46
met3 | 0.06250 | 0.10
met4 | 0.03730 | 0.021
met5 | 0 | 0
## cells in the final DEF (no fill, tap or decap)
cell	n
nor2_1	109
buf_12	8
buf_4	7
mux2i_1	109
buf_6	2
clkinv_2	1
clkinvlp_4	1
dfxtp_2	109
inv_6	1
clkbuf_8	9
clkinv_4	2
buf_2	108
clkdlybuf4s50_1	109
bufinv_16	2
## cells by family (layout without fill, tap and decap cells)
family | count (synthesis) | count (layout) | synth area share
buffers and inverters | 127 | 250 | 0.2005
flip-flops | 109 | 109 | 0.4738
multiplexers | 109 | 109 | 0.2369
AND/OR/NAND/NOR | 109 | 109 | 0.08883
## timing repair
action / CTS / global route
setup buffers: 1 / 3
setup endpoints to repair: 109 / 109
resized: 443 / 1
## layout make-up
type                       instances  area share
tap                              108     0.02236
clock inverter                     7     0.01636
multi-input combinational        218      0.2482
timing repair buffer             234      0.3089
clock buffer                       9     0.02050
sequential                       109      0.3836
Power and IR drop assume default switching activity.
